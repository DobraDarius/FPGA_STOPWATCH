`./design.v`:
```
module pause_mem(
    input wire clk,
    input wire rst_n,
    input wire pause_detected,  
    input wire next_saved,      
    input wire idle_detected,   
    input wire [3:0] sec1_in, sec2_in, min1_in, min2_in,
    output reg [3:0] sec1_out, sec2_out, min1_out, min2_out
);
    reg [15:0] memory [7:0];
    reg [2:0] write_ptr;
    reg [2:0] read_ptr;
    reg pause_prev;
    reg next_prev;
    wire pause_edge = (pause_detected && !pause_prev);
    wire next_edge  = (next_saved && !next_prev);
    always @(posedge clk) begin
        if(!rst_n) begin
            write_ptr  <= 0;
            read_ptr   <= 0;
            pause_prev <= 0;
            next_prev  <= 0;
        end else begin
            pause_prev <= pause_detected;
            next_prev  <= next_saved;
            if(pause_edge) begin
                memory[write_ptr] <= {min2_in, min1_in, sec2_in, sec1_in};
                write_ptr <= write_ptr + 1;
            end
            if(idle_detected) begin
                if(next_edge) begin
                    read_ptr <= read_ptr + 1;
                end
                {min2_out, min1_out, sec2_out, sec1_out} <= memory[read_ptr];
            end 
            else begin
                read_ptr <= 0; 
                {min2_out, min1_out, sec2_out, sec1_out} <= {min2_in, min1_in, sec2_in, sec1_in};
            end
        end
    end
endmodule
```
`./run.sh`:
```
#!/bin/bash
# OpenROAD 26Q1-2900-gdf79404cd8, Yosys 0.63+post, stock flow scripts
make -C /OpenROAD-flow-scripts/flow DESIGN_CONFIG=/design/flow/config.mk WORK_HOME=/design/flow/orfs finish
```
`./config.mk`:
```
export PLATFORM = sky130hd
export DESIGN_NAME = pause_mem
export DESIGN_NICKNAME = pause_mem
export VERILOG_FILES = /design/flow/design.v
export SDC_FILE = /design/flow/constraint.sdc
export NUM_CORES = 4
export LEC_CHECK = 1
export CORE_UTILIZATION = 30
```
`./constraint.sdc`:
```
current_design pause_mem

set clk_period 5.1
set clk_io_pct 0.2

create_clock -name clk0 -period $clk_period [get_ports {clk}]

set non_clock_inputs [all_inputs -no_clocks]
set_input_delay [expr $clk_period * $clk_io_pct] -clock clk0 $non_clock_inputs
set_output_delay [expr $clk_period * $clk_io_pct] -clock clk0 [all_outputs]
```
==> Changelog: implementation <==
### Changed

- CP Launch Type: primary input
- Global-route usage over all layers: 0.130
- Chip height: 145 µm
- # clock sinks: 155
- I/O Buffers: 36
- CP required: 5220 ps
- Hold path depth: 2
- Fill cell count: 1772
- Largest net degree at the start of global routing: 49
- Cell row count: 51
- Reg2reg path depth: 4
- Worst reg2reg path endpoint: sec1_out[0]
- Setup Viol. Count Final: 0
- Worst min path class: flip-flop to flip-flop
- Register share after synthesis: 0.743
- CP endpoint kind: flip-flop
- Number of enable flip-flop cells: 144
- Sum Neg Setup Slack: 0 ps
- Routed wire per std cell: 17.6 µm
- RSZ-0062 raised after global routing: no
- Final wirelength: 12000 µm
- Clock root cell: clkbuf_16
- Die x size: 145 µm
- Async S/R FF share, synth: 0
- Clk latency of the worst-skew pair: 420 ps
- DR vias/cell: 4.70
- Io pins: 37
- Post-detail-place hpwl: 7680 µm
- CP Data Arrival Time: 3120 ps
- Leak pwr: 2.39 nW
- DR vias: 3212
- Final min period: 3000 ps
- First-pass GRT wire length: 18600 µm
- Slew @ Worst Pin: 915 ps
- Final Hold Vio Count: 0
- Gpl congestion: 0.782
- Max_slew headroom: 0.388
- Total power: 2.76 mW
- Mapped cell area: 6110 µm²
- Yosys cell count: 358
- Top-count cell post-synth: edfxtp_1
- Comb gate area: 1430 µm²
- Critical path fanouts, max: 9
- FF+latch area: 4550 µm²
- Cell type with the largest total area: edfxtp_1
- Main synth FF type: edfxtp_1
- Status: completed
- Crit Path Class: primary input to flip-flop
- Worst ir drop on vdd: 228 µV
- Grt total ovfl: 0
- Syn Area/Cell: 17.1 µm²
- Hold-fix buffers, CTS: 0
- Flops after synth: 155
- Unique cell types: 23
- Hold EP: read_ptr[2]
- Tool warning count: 25
- Antenna violations before repair: 0
- Post-CTS Setup Inserts: 0
- # DRC: 0
- Starting Density: 0.310
- Drt pass-1 iters: 6
- Post-CTS resize count: 0
- FF-to-FF setup slack: 2720 ps
- Power per cell area: 376 nW/µm²
- Fmax: 333 MHz
- Cell area leaders: edfxtp_1 (71%), mux2i_1 (8.2%), nor2b_1 (3.7%), dfxtp_1 (3.6%), a41o_1 (2.6%)
- CTS tree: done
- Syn Inst Count: 358
- Area grow syn2layout: 20.1%
- Hold Crit Start: read_ptr[2]
- Total die size: 21000 µm²
- H-tree Lvls: 4
- Final Max Tran Viols: 0
- YS chip area: 6110 µm²
- Max cap viols: 0
- Fin crit share: 0.588
- Layout cell share with drive strength beyond 1: 0.103
- Clock skew: 5.27 ps
- Antenna Nets Post-Route: 0
- Diodes inserted: 0
- Synth Warn #: 1
- Worst-path clk slew: 60 ps
- 1st-iter DRT viols: 204
- CTS Buf Count: 17
- Synth cell count leaders: edfxtp_1 (144), mux2i_1 (50), nor2b_1 (36)
- Vias in the first global route: 3384
- Share of the synthesized area in the top cell type: 0.707
- CORE AREA: 19700 µm²
- CTS Buffer Depth: 2
## cells by family after synthesis
| logic type | synth area share |
|---|---|
| muxes | 0.0818 |
| AOI/OAI and AO/OA | 0.0688 |
| buffers and inverters | 0.0239 |
| and+or+nand+nor | 0.0724 |
| DFF | 0.743 |
| xor gates and xnor gates | 0.00573 |
| adders and majority gates | 0.00409 |
## critical path, stage by stage
cell	delay, ps
clkdlybuf4s50_1	490
nor2b_1	330
nand3_1	220
nor2_1	750
buf_4	310
## how the worst max path moves through the flow
stage / from / end / slack, ps / cells after the start
after CTS: pause_detected / memory[5][0] / 2100 / 5
after global routing: pause_detected / memory[5][0] / 1920 / 5
final: pause_detected / memory[5][0] / 2100 / 5
## layout by cell type (no fill, tap or decap), types with 14 or more instances in the layout
master / netlist / final
a211o_1: 16 / 16
a22oi_1: 16 / 16
a41o_1: 16 / 16
buf_4: 6 / 14
clkbuf_16: 0 / 17
clkdlybuf4s50_1: 0 / 36
edfxtp_1: 144 / 144
mux2i_1: 50 / 50
nand3_1: 17 / 17
nor2b_1: 36 / 36
## report_power, final
group | total [mW] | switching [mW] | internal [mW]
Clock | 1.21 | 0.447 | 0.758
Combinational | 0.128 | 0.0658 | 0.0626
Sequential | 1.43 | 0.0134 | 1.42
Total | 2.76 | 0.527 | 2.24
## sequential cells by signal, summed over array words and instances (netlist names), named ones only
signal	cells
min2_out	4
sec2_out	4
pause_prev	1
read_ptr	3
next_prev	1
memory	128
sec1_out	4
write_ptr	3
min1_out	4
## cell type report
cell class	count	area share
Clock buffer	21	0.0600
Clock inverter	11	0.0172
Multi-Input combinational cell	182	0.195
Sequential cell	155	0.619
Tap cell	265	0.0451
Timing Repair Buffer	50	0.0634
## metal layers
metal / track usage / routed length, µm / vias to the layer above
li1: - / - / 1504
met1: 0.173 / 4760 / 1534
met2: 0.179 / 5290 / 160
met3: 0.0988 / 1830 / 14
met4: 0.0144 / 158 / 0
met5: 0 / 0 / -
## metrics by stage
| step | utilization | hold WS, ps | instances | setup slack [ps] | area (µm²) |
|---|---|---|---|---|---|
| floorplan | - | 485 | 358 | 2070 | 6110 |
| global placement | 0.344 | 511 | 652 | 1730 | 6780 |
| detailed placement | 0.344 | 519 | 652 | 1650 | 6780 |
| CTS | 0.373 | 533 | 684 | 2100 | 7350 |
| global route | 0.373 | 613 | 684 | 1920 | 7350 |
| finish | 0.373 | 537 | 684 | 2100 | 7350 |
Power and IR drop assume default switching activity.
