==> flow/design.v <==
module blinker_led(
    input wire clk,
    input wire rst_n,
    input wire start_stop,
    input wire pause,
    output reg [7:0] led
);
    parameter CLK_FREQ = 50_000_000;  
    parameter SECOND_COUNT = CLK_FREQ;  
    reg [25:0] counter;
    reg [25:0] counter_next;
    reg [7:0] led_next;
    localparam [1:0] 
        S_IDLE = 2'b00,
        S_RUN = 2'b01,
        S_PAUSE = 2'b10;
    reg [1:0] state, state_next;
    always @(posedge clk) begin
        if(!rst_n) begin
            state <= S_IDLE;
            counter <= 0;
            led <= 0;
        end else begin
            state <= state_next;
            counter <= counter_next;
            led <= led_next;
        end
    end
    always @(*) begin
        state_next = state;
        counter_next = counter;
        led_next = led;
        case (state)
            S_IDLE: begin
                counter_next = 0;
                led_next = 0;
                if(start_stop) begin
                    state_next = S_RUN;
                end
            end
            S_RUN: begin
                if(!start_stop) begin
                    state_next = S_IDLE;
                end
                else if (pause) begin
                    state_next = S_PAUSE;
                end
                else begin
                    if(counter == SECOND_COUNT - 1) begin
                        counter_next = 0;
                        led_next = led + 1;
                    end
                    else begin
                        counter_next = counter + 1;
                    end
                end
            end
            S_PAUSE: begin
                if(!start_stop) begin
                    state_next = S_IDLE;
                end
                else if(!pause) begin
                    state_next = S_RUN;
                end
                else begin
                    counter_next = counter;
                    led_next = led;
                end
            end
        endcase      
    end
endmodule
==> flow/run.sh <==
#!/bin/bash
# OpenROAD 26Q1-2900-gdf79404cd8, Yosys 0.63+post, stock flow scripts
make -C /OpenROAD-flow-scripts/flow DESIGN_CONFIG=/design/flow/config.mk WORK_HOME=/design/flow/orfs finish
==> flow/config.mk <==
export PLATFORM = sky130hd
export DESIGN_NAME = blinker_led
export DESIGN_NICKNAME = blinker_led
export VERILOG_FILES = /design/flow/design.v
export SDC_FILE = /design/flow/constraint.sdc
export NUM_CORES = 4
export LEC_CHECK = 1
export CORE_AREA = 10 10 106 106
export DIE_AREA = 0 0 116 116
==> flow/constraint.sdc <==
current_design blinker_led

set clk_period 2.9
set clk_io_pct 0.2

create_clock -name clk0 -period $clk_period [get_ports {clk}]

set non_clock_inputs [all_inputs -no_clocks]
set_input_delay [expr $clk_period * $clk_io_pct] -clock clk0 $non_clock_inputs
set_output_delay [expr $clk_period * $clk_io_pct] -clock clk0 [all_outputs]
==> results.ini <==
[final_timing]
hold-worst-slack_ns=0.503
finClkSkew_ns=0.0118
setup_viol=0
rsz0062_at_grt=false
tns_ns=0
period_used_share=0.750
slew_violations=0
tightest_slew_ns=0.549
finalHoldViolCount=0
fmax_mhz=460
relSlewSlack=0.631
period_needed_ns=2.17

[worst_setup_path]
crit_required_ns=3.12
crit_type=flop to flop
r2r_slack_ns=0.73
cp-start-kind=flop
r2r-end=counter[11]
crit-reg2reg-launch=counter[0]
crit_fanout=6
crit_arrival_ns=2.40
worst_setup_path_end_kind=flop
r2r_cells=6

[synth]
synthArstFlopShare=0
ys_area_um2=1790
area_leaders=dfxtp_1 (40%), xor2_1 (7.8%), nand3_1 (6.7%), nor2_1 (5.5%), nand4_1 (4.2%)
synth-edff-count=0
syn_area_per_cell_um2=8.53
yosysWarnings=1
syn_inst=210
yosysTopAreaCellShare=0.403
synth_seq_share=0.403
synth_top_cell_by_area=dfxtp_1
ys_seq_elements=36
netlist_area_um2=1790
ys_cells=210
synth.distinct_cells=41
ys.flop_type=dfxtp_1

[clock_tree]
cts_buffers=5
htreeDepth=2
cts_sinks=36
path_clk_slew_ns=0.08
ctsHoldBuffers=0
postCtsSetupBuffers=0
clock_latency_ns=0.29
cts_root_buf=clkbuf_8
cts_tree=built
cts_buffer_depth=2
cts_resized=0

[floorplanning]
dieArea_um2=13500
coreArea_um2=8850
die-width_um=116
die_y_um=116
fp_util=0.202
rows=34
io_pins=12

[cells_and_area]
layout-drive-gt1-share=0.0885
layout.cells.most_common=dfxtp_1
fin_util=0.240
final_cells=334
syn2layout_area_growth_pct=18.7
layout_top_cells=dfxtp_1 (36), nor2_1 (26), nand3_1 (24)

[run_status]
status=complete, no violations

[flow_run]
drv_cap=0
warnings=25

[detailed_routing]
via_per_inst=4.57
n_antenna_cell=0
vias=1525
ant_nets=0
drc_errors=0
routed_wl_mm=3.95
dr.pass1.iters=4
avgRoutedWirePerCell_um=11.8
drt_iter0_markers=58

[grt]
grt_max_degree=24
grt_pass1_wl_mm=6.78
grt_pass1_vias=1440
gr-total-overflow=0
antenna_found_initial=0
grtUsageTotal=0.0600

[power_and_ir_drop]
ir_worst_vdd_uv=144
leakage_nw=0.677
total_power_mw=0.880
powerDensity_nw_per_um2=414

[hold_path]
hold_start=led[7]
hold_end=led[7]
hp-class=flop to flop
worstHoldPathCells=2

[placement]
port_buffers=11
dpl.cell_count=327
gp_congestion=0.825
dp_hpwl_mm=2.73

kinds of logic after synthesis:
kind of cell    count (synthesis)  share of synthesized area
simple gates                  110                      0.346
xor+xnor                       23                      0.113
buf+inv                        14                     0.0314
fa+ha+maj                       2                     0.0140
compound gates                 25                     0.0936
flops                          36                      0.403
synth_stat cells (2+ instances only):
| master | number |
|---|---|
| o2111ai_1 | 2 |
| and3_1 | 6 |
| a21oi_1 | 8 |
| or3_1 | 5 |
| and4_1 | 2 |
| nor2_1 | 26 |
| xor2_1 | 16 |
| a211oi_1 | 2 |
| nand2_1 | 15 |
| or4_1 | 4 |
| o21ai_0 | 3 |
| a31oi_1 | 4 |
| nand4_1 | 12 |
| ha_1 | 2 |
| inv_1 | 5 |
| clkbuf_1 | 5 |
| nor3_1 | 3 |
| buf_2 | 3 |
| nand3_1 | 24 |
| dfxtp_1 | 36 |
| xnor2_1 | 7 |
routing by layer:
| layer | vias up | part of all wire | global-route usage |
|---|---|---|---|
| met4 | 0 | 0.013 | 0.0142 |
| met2 | 32 | 0.42 | 0.0933 |
| met1 | 694 | 0.50 | 0.0804 |
| met5 | - | 0 | 0 |
| met3 | 6 | 0.062 | 0.0183 |
| li1 | 793 | - | - |
flip-flops by register name (all words and copies together), names as in the netlist:
| signal | flops |
|---|---|
| led | 8 |
| state | 2 |
| counter | 26 |
how the worst max path moves through the flow:
stage | start | to | slack (ns) | cells after the start
finish | counter[0] | counter[11] | 0.73 | 6
global route | counter[0] | counter[11] | 0.61 | 6
CTS | counter[0] | counter[11] | 0.75 | 6
final cells by class:
cell class | instances | area (µm²)
Clock inverter | 1 | 5.00
Inverter | 6 | 22.5
Sequential cell | 36 | 721
Multi-Input combinational cell | 160 | 1010
Tap cell | 108 | 135
Fill cell | 952 | 6720
Clock buffer | 6 | 72.6
Timing Repair Buffer | 17 | 155
power breakdown:
part	switching (mW)	total, mW	internal, mW
sequential	0.00492	0.502	0.497
combinational	0.0272	0.0418	0.0146
clock	0.173	0.336	0.163
worst max-delay path, stage by stage (launching register included):
cell	delay [ns]
dfxtp_1	0.34
ha_1	0.25
and4_1	0.25
and4bb_2	0.31
a21oi_1	0.34
or4b_1	0.46
a31oi_1	0.16
per-stage QoR:
stage / setup slack [ns] / area [µm²]
global placement: 0.502 / 2050
detailed placement: 0.465 / 2050
CTS: 0.746 / 2120
floorplan: 0.864 / 1790
finish: 0.725 / 2120
global route: 0.609 / 2120
Power is estimated from default activity; no workload was simulated.
